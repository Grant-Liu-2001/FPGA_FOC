File: design/flow/config.mk
export PLATFORM = sky130hd
export DESIGN_NAME = adc_ad7928
export DESIGN_NICKNAME = adc_ad7928
export VERILOG_FILES = /design/flow/design.v
export SDC_FILE = /design/flow/constraint.sdc
export NUM_CORES = 4
export LEC_CHECK = 1
export CORE_UTILIZATION = 40
File: design/flow/constraint.sdc
current_design adc_ad7928

set clk_period 4.1
set clk_io_pct 0.2

create_clock -name clk0 -period $clk_period [get_ports {clk}]

set non_clock_inputs [all_inputs -no_clocks]
set_input_delay [expr $clk_period * $clk_io_pct] -clock clk0 $non_clock_inputs
set_output_delay [expr $clk_period * $clk_io_pct] -clock clk0 [all_outputs]
File: design/flow/design.v
module adc_ad7928 #(
    parameter [2:0] CH_CNT = 3'd7,   
    parameter [2:0] CH0 = 3'd0,      
    parameter [2:0] CH1 = 3'd1,      
    parameter [2:0] CH2 = 3'd2,      
    parameter [2:0] CH3 = 3'd3,      
    parameter [2:0] CH4 = 3'd4,      
    parameter [2:0] CH5 = 3'd5,      
    parameter [2:0] CH6 = 3'd6,      
    parameter [2:0] CH7 = 3'd7       
) (
    input  wire        rstn,
    input  wire        clk,
    output reg         spi_ss,       
    output reg         spi_sck,      
    output reg         spi_mosi,     
    input  wire        spi_miso,     
    input  wire        i_sn_adc,     
    output reg         o_en_adc,     
    output wire [11:0] o_adc_value0, 
    output wire [11:0] o_adc_value1, 
    output wire [11:0] o_adc_value2, 
    output wire [11:0] o_adc_value3, 
    output wire [11:0] o_adc_value4, 
    output wire [11:0] o_adc_value5, 
    output wire [11:0] o_adc_value6, 
    output wire [11:0] o_adc_value7  
);
localparam WAIT_CNT = 8'd6;
wire [2:0] channels [8];
assign channels[0] = CH0;
assign channels[1] = CH1;
assign channels[2] = CH2;
assign channels[3] = CH3;
assign channels[4] = CH4;
assign channels[5] = CH5;
assign channels[6] = CH6;
assign channels[7] = CH7;
reg  [ 7:0] cnt;
reg  [ 2:0] idx;
reg  [ 2:0] addr;
reg  [11:0] wshift;
reg         nfirst;
reg  [11:0] data_in_latch;
reg         sck_pre;
reg  [11:0] ch_value [8];
assign o_adc_value0 = ch_value[0];
assign o_adc_value1 = ch_value[1];
assign o_adc_value2 = ch_value[2];
assign o_adc_value3 = ch_value[3];
assign o_adc_value4 = ch_value[4];
assign o_adc_value5 = ch_value[5];
assign o_adc_value6 = ch_value[6];
assign o_adc_value7 = ch_value[7];
always @ (posedge clk or negedge rstn)
    if(~rstn)
        spi_sck <= 1'b1;
    else
        spi_sck <= sck_pre;
always @ (posedge clk or negedge rstn)
    if(~rstn) begin
        cnt <= '0;
        idx <= 3'd7;
        addr <= 3'd0;
        wshift <= '1;
        {spi_ss, sck_pre, spi_mosi} <= '1;
    end else begin
        if(cnt==8'd0) begin
            {spi_ss, sck_pre, spi_mosi} <= '1;
            if(idx!='0) begin
                cnt <= 8'd1;
                idx <= idx - 3'd1;
            end else if(i_sn_adc) begin
                cnt <= 8'd1;
                idx <= CH_CNT;
            end
        end else if(cnt==8'd1) begin
            {spi_ss, sck_pre, spi_mosi} <= '1;
            addr <= (idx=='0) ? CH_CNT : idx - 3'd1;
            cnt <= cnt + 8'd1;
        end else if(cnt==8'd2) begin
            {spi_ss, sck_pre, spi_mosi} <= '1;
            wshift <= {1'b1, 1'b0, 1'b0, channels[addr], 2'b11, 1'b0, 1'b0, 2'b11};
            cnt <= cnt + 8'd1;
        end else if(cnt<WAIT_CNT) begin
            {spi_ss, sck_pre, spi_mosi} <= '1;
            cnt <= cnt + 8'd1;
        end else if(cnt<WAIT_CNT+8'd32) begin
            spi_ss <= 1'b0;
            sck_pre <= ~sck_pre;
            if(sck_pre)
                {spi_mosi,wshift} <= {wshift,1'b1};
            cnt <= cnt + 8'd1;
        end else begin
            spi_ss <= 1'b0;
            {sck_pre, spi_mosi} <= '1;
            cnt <= 8'd0;
        end
    end
always @ (posedge clk or negedge rstn)
    if(~rstn) begin
        o_en_adc <= 1'b0;
        nfirst <= 1'b0;
        data_in_latch <= '0;
        for(int ii=0; ii<8; ii++) ch_value[ii] <= '0;
    end else begin
        o_en_adc <= 1'b0;
        if(cnt>=WAIT_CNT+8'd2 && cnt<WAIT_CNT+8'd32) begin
            if(spi_sck)
                data_in_latch <= {data_in_latch[10:0], spi_miso};
        end else if(cnt==WAIT_CNT+8'd32) begin
            if(idx=='0) begin
                nfirst <= 1'b1;
                o_en_adc <= nfirst;
            end
            ch_value[idx] <= data_in_latch;
        end
    end
endmodule
File: design/flow/run.sh
#!/bin/bash
# OpenROAD 26Q1-2900-gdf79404cd8, Yosys 0.63+post, stock flow scripts
make -C /OpenROAD-flow-scripts/flow DESIGN_CONFIG=/design/flow/config.mk WORK_HOME=/design/flow/orfs finish
==> flow_metrics.env <==
# physical design summary
export IMPL_ys_seq_frac=0.603
export IMPL_place_hpwl_mm=8.02
export IMPL_drive_above_1_share=0.342
export IMPL_clkLatencyLatePin_ns=0.41
export IMPL_overflow=0
export IMPL_fin_crit_ns=2.53
export IMPL_ys_cells=383
export IMPL_path_delay_family="simple AND/OR/NAND/NOR gates"
export IMPL_slew_headroom=0.521
export IMPL_tool_warnings=32
export IMPL_power_leakage_nw=3.56
export IMPL_synth_cell_type_count=44
export IMPL_antennaDiodeCount=0
export IMPL_cpPeakStageDelay_ns=0.65
export IMPL_dieArea_um2=14900
export IMPL_r2r_cells=4
export IMPL_rsz0062_at_grt="false"
export IMPL_rows=43
export IMPL_slew_violations=0
export IMPL_vias=3329
export IMPL_initial_core_util=0.412
export IMPL_final_area_um2=7470
export IMPL_wl_mm=12.0
export IMPL_fp_coreArea_um2=14000
export IMPL_wl_per_cell_um=17.7
export IMPL_ys_sh_adder=0.0195
export IMPL_syn_to_final_growth_pct=29.7
export IMPL_critPathKind="reg2reg"
export IMPL_track_usage=0.178
export IMPL_postCtsSetupRepairBufs=0
export IMPL_syn_inst=383
export IMPL_hold_path_class="in2async"
export IMPL_timing_critical_path_buf_inv=0
export IMPL_syn_area_per_cell_um2=15.0
export IMPL_numCtsBuffers=17
export IMPL_ys_chip_area_um2=5760
export IMPL_crit_path_max_fanout=12
export IMPL_via_per_inst=4.90
export IMPL_dr_pass1_iters=4
export IMPL_start_kind="flip-flop"
export IMPL_ios=104
export IMPL_tightestPinTransition_ns=0.718
export IMPL_grt_pass1_vias=3387
export IMPL_path_depth=4
export IMPL_htree_levels=4
export IMPL_ys_sh_simple=0.0606
export IMPL_postRouteAntennaNets=0
export IMPL_antenna_found_initial=0
export IMPL_crit_slowest_cell="and2_1"
export IMPL_grt_first_pass_wirelength_mm=19.1
export IMPL_drt_iter0_markers=116
export IMPL_power_per_cell_area_nw_per_um2=411
export IMPL_skew_ns=0.00666
export IMPL_arrival_ns=2.82
export IMPL_fp_dieW_um=122
export IMPL_root_buffer="clkbuf_16"
export IMPL_gp_congestion=0.796
export IMPL_endpoint="ch_value[3][5]"
export IMPL_xor_share=0.00608
export IMPL_final_hold_viol_count=0
export IMPL_setup_tns_ns=0
export IMPL_topCombFamilyByArea="multiplexers"
export IMPL_setup_slack_ns=1.57
export IMPL_ctsLongestPathBuffers=2
export IMPL_die_y_um=122
export IMPL_synth_flops=138
export IMPL_place_ws_ns=1.62
export IMPL_cts_tree="built"
export IMPL_synth_edff_count=0
export IMPL_rr_startpoint="cnt[3]"
export IMPL_synthesis_area_um2=5760
export IMPL_critPathLaunch="cnt[3]"
export IMPL_portBuffers=103
export IMPL_synthMuxAreaShare=0.246
export IMPL_cap_violations=0
export IMPL_drc=0
export IMPL_synthFlopType="dfrtp_1"
export IMPL_timing_rr_end="ch_value[3][5]"
export IMPL_postCtsResizedCells=0
export IMPL_clkTransAtPathRegs_ns=0.06
export IMPL_dpl_cell_area_um2=6900
export IMPL_ys_warn_count=2
export IMPL_ir_drop_v=0.000320
export IMPL_hold_buffers=0
export IMPL_final_core_util=0.534
export IMPL_finalSetupViolations=0
export IMPL_status="completed"
export IMPL_r2r_setup_slack_ns=1.57
export IMPL_finalCritPeriodShare=0.617
export IMPL_required_ns=4.39
export IMPL_synth_async_sr_flop_share=1.00
export IMPL_max_freq_ghz=0.395
export IMPL_clock_sinks=138
export IMPL_grt_max_degree=54
export IMPL_end_kind="flip-flop"
export IMPL_path_cells="or4_4 -> nor3_1 -> and2_1 -> mux2_2"
export IMPL_compound_area_frac=0.0321
==> layer usage <==
| layer | up-vias | GRT usage | wire [µm] |
|---|---|---|---|
| met5 | - | 0 | 0 |
| met4 | 0 | 0.0185 | 88 |
| met3 | 5 | 0.0458 | 567 |
| met2 | 77 | 0.274 | 5930 |
| met1 | 1691 | 0.274 | 5430 |
| li1 | 1556 | - | - |
==> cell usage in the layout (no fill, tap or decap), types with 3 or more instances in the layout <==
cell type        synthesis  routed
clkbuf_1                 1       3
nand2_1                  8       8
nor3_1                   7       7
dfrtp_1                121     121
nand3b_1                 3       3
ha_1                     9       9
clkdlybuf4s50_1          0     102
nand2_2                  4       4
clkbuf_16                0      17
mux2_4                  40      40
o22ai_1                  3       3
o22a_1                   6       6
clkinv_2                 0       4
inv_1                    7       7
nor2_1                  16      16
mux2_2                  71      71
nand2b_1                 4       4
dfstp_2                 17      17
a22o_1                   3       3
nand3_1                  4       4
a211oi_1                 4       4
buf_4                    1       4
o21ai_0                  5       5
and2_1                   4       4
==> sequential cells by signal (all words and copies together), names as in the netlist <==
register / count
ch_value: 96
data_in_latch: 12
wshift: 10
cnt: 8
addr: 3
idx: 3
nfirst: 1
o_en_adc: 1
sck_pre: 1
spi_mosi: 1
spi_sck: 1
spi_ss: 1
==> cell type report <==
type	instances	area (µm²)
sequential	138	3470
fill	1148	6520
tap	180	225
inverter	8	30.0
clock inverter	11	121
clock buffer	21	450
timing repair buffer	107	1060
multi-input combinational	215	2110
==> synthesized netlist by cell type (all sizes together), types with 3 or more instances <==
library cell / n / area, µm²
nand2: 12 / 55.1
nor2: 16 / 60.1
dfrtp: 121 / 3030
ha: 9 / 113
nand3b: 3 / 22.5
dfstp: 17 / 447
inv: 7 / 26.3
a211oi: 4 / 30.0
mux2: 111 / 1400
o22ai: 3 / 18.8
o21ai: 5 / 25.0
and2: 4 / 25.0
a22o: 3 / 26.3
buf: 22 / 149
o22a: 6 / 52.6
nand3: 4 / 20.0
nand2b: 4 / 25.0
nor3: 9 / 61.3
==> worst register-to-register path: stages (launching register included) <==
cell and delay [ns]:
dfrtp_1 0.45, or4_4 0.56, nor3_1 0.33, and2_1 0.65, mux2_2 0.42
==> power breakdown <==
group | internal, mW | total [mW] | switching [mW]
registers | 1.41 | 1.45 | 0.0347
logic | 0.0674 | 0.169 | 0.102
clock network | 0.909 | 1.45 | 0.541
total | 2.39 | 3.07 | 0.678
==> stage by stage <==
| stage | power [mW] | cells | hold slack, ns |
|---|---|---|---|
| detailed placement | 1.64 | 648 | 0.381 |
| finish | 3.07 | 680 | 0.360 |
| floorplan | 1.58 | 384 | 0.369 |
| CTS | 3.11 | 680 | 0.361 |
| global placement | 1.64 | 648 | 0.382 |
| global route | 3.20 | 680 | 0.373 |
==> cell families (layout without fill, tap and decap cells) <==
kind of cell               count (synthesis)  count (layout)
buffers and inverters                     31             147
other                                      1               2
muxes                                    113             113
DFF                                      138             138
AOI/OAI and AO/OA                         26              26
xor gates and xnor gates                   4               4
and+or+nand+nor                           61              61
adders and majority gates                  9               9
==> how the worst min path moves through the flow <==
stage,cells after the start,endpoint,from,slack [ns]
CTS,1,ch_value[5][4],rstn,0.36
global route,1,ch_value[5][2],rstn,0.37
finish,1,ch_value[4][3],rstn,0.36
No activity file was given, so power comes from the tool's default toggle rates.
