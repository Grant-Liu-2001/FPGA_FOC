`design/flow/design.v`:
```
module i2c_register_read #(
    parameter   [15:0] CLK_DIV       = 16'd16,
    parameter   [ 6:0] SLAVE_ADDR    = 7'h36,
    parameter   [ 7:0] REGISTER_ADDR = 8'h0E
) (
    input  wire        rstn,
    input  wire        clk,
    output reg         scl,
    inout              sda,
    input  wire        start,
    output wire        ready,
    output reg         done,
    output reg  [15:0] regout
);
localparam [15:0] CLK_DIV_PARSED = CLK_DIV>16'd0 ? CLK_DIV-16'd1 : 16'd0;
reg  sda_e, sda_o;
assign sda = sda_e ? sda_o : 1'bz;
reg        epoch;
reg [15:0] clkcnt;
reg [ 7:0] cnt;
reg [ 7:0] send_shift;
reg [15:0] recv_shift;
always @ (posedge clk or negedge rstn)
    if(~rstn) begin
        epoch <= 1'b0;
        clkcnt <= '0;
    end else begin
        if(clkcnt==CLK_DIV_PARSED) begin
            epoch <= 1'b1;
            clkcnt <= '0;
        end else begin
            epoch <= 1'b0;
            clkcnt <= clkcnt + 16'd1;
        end
    end
assign ready = (cnt=='0);
always @ (posedge clk or negedge rstn)
    if(~rstn) begin
        {scl, sda_e, sda_o} <= '1;
        cnt <= '0;
        send_shift <= '0;
        recv_shift <= '0;
        regout <= '0;
        done <= 1'b0;
    end else begin
        if(ready) begin
            {scl, sda_e, sda_o} <= '1;
            if(start) begin
                cnt <= 8'd1;
            end
        end else if(done) begin
            done <= 1'b0;
            cnt <= 8'd0;
        end else if(epoch) begin
            cnt <= cnt + 8'd1;
            if(cnt<8'd2) begin
            end else if(cnt< 8'd4) begin
                sda_o <= 1'b0;
                send_shift <= {SLAVE_ADDR, 1'b0};
            end else if(cnt< 8'd37) begin
                scl <= cnt[1];
                if(cnt[1:0]==2'b01) begin
                    {sda_o, send_shift} <= {send_shift, 1'b1};
                end
            end else if(cnt< 8'd40) begin
                send_shift <= REGISTER_ADDR;
                scl <= cnt[1];
                sda_e <= 1'b0;
            end else if(cnt< 8'd73) begin
                scl <= cnt[1];
                if(cnt[1:0]==2'b01) begin
                    sda_e <= 1'b1;
                    {sda_o, send_shift} <= {send_shift, 1'b1};
                end
            end else if(cnt< 8'd77) begin
                scl <= cnt[1];
                sda_e <= 1'b0;
            end else if(cnt==8'd77) begin
                scl <= cnt[1];
                sda_e <= 1'b1;
                sda_o <= 1'b1;
            end else if(cnt< 8'd82) begin
                scl <= 1'b1;
            end else if(cnt< 8'd84) begin
                scl <= 1'b1;
                sda_o <= 1'b0;
                send_shift <= {SLAVE_ADDR, 1'b1};
            end else if(cnt< 8'd117) begin
                scl <= cnt[1];
                if(cnt[1:0]==2'b01) begin
                    {sda_o, send_shift} <= {send_shift, 1'b1};
                end
            end else if(cnt< 8'd121) begin
                scl <= cnt[1];
                sda_e <= 1'b0;
            end else if(cnt< 8'd153) begin
                scl <= cnt[1];
                sda_e <= 1'b0;
                if( cnt[1:0]==2'b11 )
                    recv_shift <= {recv_shift[14:0], sda};
            end else if(cnt< 8'd157) begin
                scl <= cnt[1];
                sda_e <= 1'b1;
                sda_o <= 1'b0;
            end else if(cnt< 8'd189) begin
                scl <= cnt[1];
                sda_e <= 1'b0;
                if( cnt[1:0]==2'b11 )
                    recv_shift <= {recv_shift[14:0], sda};
            end else if(cnt< 8'd193) begin
                scl <= cnt[1];
                sda_e <= 1'b1;
                sda_o <= 1'b1;
            end else if(cnt< 8'd195) begin
                scl <= 1'b0;
                sda_o <= 1'b0;
            end else if(cnt< 8'd198) begin
                scl <= 1'b1;
                sda_o <= 1'b0;
            end else if(cnt< 8'd204) begin
                sda_o <= 1'b1;
                regout <= recv_shift;
            end else begin
                done <= 1'b1;
            end
        end
    end
endmodule
```
`design/flow/run.sh`:
```
#!/bin/bash
# OpenROAD 26Q1-2900-gdf79404cd8, Yosys 0.63+post, stock flow scripts
make -C /OpenROAD-flow-scripts/flow DESIGN_CONFIG=/design/flow/config.mk WORK_HOME=/design/flow/orfs finish
```
`design/flow/config.mk`:
```
export PLATFORM = sky130hd
export DESIGN_NAME = i2c_register_read
export DESIGN_NICKNAME = i2c_register_read
export VERILOG_FILES = /design/flow/design.v
export SDC_FILE = /design/flow/constraint.sdc
export NUM_CORES = 4
export LEC_CHECK = 1
export CORE_UTILIZATION = 40
```
`design/flow/constraint.sdc`:
```
current_design i2c_register_read

set clk_period 5.1
set clk_io_pct 0.2

create_clock -name clk0 -period $clk_period [get_ports {clk}]

set non_clock_inputs [all_inputs -no_clocks]
set_input_delay [expr $clk_period * $clk_io_pct] -clock clk0 $non_clock_inputs
set_output_delay [expr $clk_period * $clk_io_pct] -clock clk0 [all_outputs]
```
==> flow_metrics.py <==
# Generated from Yosys and OpenROAD reports
metrics = {
    "die": {
        "io_pins": 23,
        "fp_util_pct": 41.5,
        "die_height_um": 94.6,
        "fp-row-count": 33,
        "die_w_um": 94.6,
    },
    "synth": {
        "top_cells_by_count": "dfrtp_1 (66), nor2_1 (30), nand2_1 (27)",
        "edf_count": 0,
        "synth_cells": 311,
        "yosys.area.top_type": "dfrtp_1",
        "synthMostInstantiatedCell": "dfrtp_1",
        "synthesis.area_per_instance_um2": 11.0,
        "ff_type": "dfrtp_1",
        "netlist_area_um2": 3430,
        "synth_top_area_share_pct": 48.2,
        "ys_area_um2": 3430,
        "synth_warnings": 2,
        "ys_seq_share_pct": 49.7,
        "ys_cells": 311,
        "yosys-top-cells-area": "dfrtp_1 (48%), mux2_2 (7.2%), mux2_4 (4.4%)",
        "synth.distinct_cells": 60,
        "synth_flops": 68,
        "ys_async_sr_fraction_pct": 100,
    },
    "placed_design": {
        "portBuffers": 21,
        "globalplace.congestion": 0.894,
        "hpwl_um": 4270,
    },
    "cts": {
        "cts.htree.levels": 3,
        "cts-root-buf": "clkbuf_8",
        "cts_setup_buffers": 0,
        "hold_buffers": 0,
        "cts_buffers": 9,
        "cts.sink_count": 68,
        "postCtsResizedCells": 0,
        "clockBufferDepth": 2,
    },
    "outcome": {
        "stop_stage": "clock tree synthesis (4_1_cts)",
        "outcome": "did not finish",
        "error": "[error] [KeplerFormal.cpp:679] Workflow failed: Iso has multiple drivers: .sda0, sda$_DFFE_PN1P_.Q0",
    },
}
[through the flow]
stage                     power (mW)  area (µm²)  worst slack [ns]  cells  utilization (%)
after global placement         0.564        3700              2.15    427             44.9
after floorplan                0.551        3430              2.78    311                -
after detailed placement       0.564        3700              2.06    427             44.9
[kinds of logic after synthesis]
kind of cell,synth area share (%)
AND-OR/OR-AND,12.3
XOR/XNOR,4.34
adder cells (fa/ha/maj),1.46
buffers and inverters,3.54
flip-flops,49.7
multiplexers,12.6
AND/OR/NAND/NOR,16.1
Power is estimated from default activity; no workload was simulated.
