==> design/flow/design.v <==
module speed(
	input 					 clk,	 
	input 					 rst_n,  
	input  wire       [11:0] phi,	 
	input  wire	signed  [15:0]  n,		 
	output signed [15:0] n_target,
	output signed [15:0] n_now,
	output signed [15:0] P_speed_o,
	output signed [15:0] I_speed_o,
	output wire signed [15:0] iq_aim  
    );
parameter [23:0] Kp = 24'd1000;	 
parameter [23:0] Ki = 24'd2;    
parameter DIVCNT_MAX = 16'd150_000 - 1'b1;
reg 	   [15:0] divcnt;
reg 	   		  clk_100hz;
reg 	   [15:0] phi_last;
reg 	   [15:0] phi_now;
reg signed [15:0] delta_phi;
reg signed [15:0] delta_phi_abs;
reg signed [31:0] speed_target;
reg signed [15:0] speed_now; 
reg signed [31:0] iq;
reg signed [31:0] P_speed;
reg signed [31:0] I_speed;
always @(*) begin
    if (!rst_n) begin
        speed_target <= 'd0;
    end
    else begin
        speed_target <= 256 * n;
    end
end 
always @(posedge clk or negedge rst_n)	begin
	if (!rst_n) divcnt <= 'b0;
	else if(divcnt < DIVCNT_MAX) divcnt <= divcnt+1'b1;
	else divcnt <= 'b0;
end  
always @(posedge clk or negedge rst_n)	begin
	if (!rst_n) clk_100hz <= 1'b0;
	else if(divcnt == DIVCNT_MAX) clk_100hz <= !clk_100hz;
	else clk_100hz <= clk_100hz;
end  
always @(posedge clk_100hz or negedge rst_n)	begin
	if (!rst_n) begin
		phi_now <= 'd0;
		phi_last <= 'd0;
		delta_phi <= 'd0;
	end
	else begin
		phi_now <= phi;
		phi_last <= phi_now;
		delta_phi <= phi_now - phi_last;
	end	
end 
always @(*) begin
  if (!rst_n) begin
    speed_now <= 0;
  end else begin
    speed_now <= delta_phi * 15 * 25;
  end
end
always @(posedge clk_100hz or negedge rst_n)	begin
	if (!rst_n) begin
		P_speed <= 'd0;
		I_speed <= 'd0;
		iq <= 'd0;
	end
	else begin
		P_speed <= speed_target - speed_now;
		I_speed <= I_speed +  P_speed; 
		iq <= $signed((Kp * P_speed) + (Ki * I_speed));
	end
end
assign iq_aim = iq[31:16];  
assign n_target = speed_target[15:0];
assign n_now = speed_now[15:0];
assign P_speed_o = {P_speed[31], P_speed[14:0]};
assign I_speed_o = {I_speed[31], I_speed[14:0]};
endmodule  
==> design/flow/run.sh <==
#!/bin/bash
# OpenROAD 26Q1-2900-gdf79404cd8, Yosys 0.63+post, stock flow scripts
make -C /OpenROAD-flow-scripts/flow DESIGN_CONFIG=/design/flow/config.mk WORK_HOME=/design/flow/orfs finish
==> design/flow/config.mk <==
export PLATFORM = sky130hd
export DESIGN_NAME = speed
export DESIGN_NICKNAME = speed
export VERILOG_FILES = /design/flow/design.v
export SDC_FILE = /design/flow/constraint.sdc
export NUM_CORES = 4
export LEC_CHECK = 1
export CORE_UTILIZATION = 30
==> design/flow/constraint.sdc <==
current_design speed

set clk_period 2.6
set clk_io_pct 0.2

create_clock -name clk0 -period $clk_period [get_ports {clk}]

set non_clock_inputs [all_inputs -no_clocks]
set_input_delay [expr $clk_period * $clk_io_pct] -clock clk0 $non_clock_inputs
set_output_delay [expr $clk_period * $clk_io_pct] -clock clk0 [all_outputs]
==> impl_metrics.toml <==
# physical design summary
[sta]
setup_viol = 0
rsz0062_at_grt = "false"
setup_tns_ns = 0
unclocked_pins = 117
finalClockPeriodUsage_pct = 81.34
finalClockSkew_ns = 0.002093
timing.fmax_ghz = 0.4729
relSlewSlack_pct = 46.26
holdWs_ns = 0.4930
drv_slew = 0
final.min_clock_period_ns = 2.115
untimed_endpoints = 165
tightest_slew_ns = 0.8061
hold_violations = 0

[final_layout]
drive_above_1_share_pct = 1.763
fillers = 4544
syn_to_final_growth_pct = 11.28

[detailed_routing]
insertedDiodeCount = 0
ant_nets = 0
first_pass_iters = 4
dr_total_vias = 9687
viasPerCell = 4.668
post_drt_wl_per_cell_um = 13.39
remaining_drc_errors = 0
drtIter0Drc = 378
routed_wirelength_mm = 27.79

[job]
drv_cap = 0
tool_warnings = 28

[yosys]
syn_inst = 1407
ys_ff = 134
synthArstFlopShare_pct = 100.0
post_synth_num_cell_types = 68
edf_count = 0
synth_top_flop_cell = "dfrtp_1"
yosysWarningCount = 2
netlist.area_leader.share_pct = 23.95
area_leaders = "dfrtp_1 (24%), ha_1 (19%), fa_1 (17%)"
ys_seq_share_pct = 23.95
common_cells = "ha_1 (210), inv_1 (144), dfrtp_1 (134)"
top_area_cell = "dfrtp_1"
most_common_cell = "ha_1"
synth_area_um2 = 14000
synth.avg_cell_area_um2 = 9.953
ys_cells = 1407
synth_chip_area_um2 = 14000

[min_path]
hold_depth = 1
hold_path_class = "flip-flop to flip-flop"
min_from = "divcnt[0]"
hold_end = "divcnt[0]"

[die]
die_w_um = 218.1
chipArea_um2 = 47550
die_h_um = 218.1
core_um2 = 45670
initCoreUtil_pct = 30.66
io_pins = 110
rows = 78

[critical_path]
arrival_ns = 1.59
cp-end-kind = "primary output"
worstPathRequired_ns = 2.08
timing.rr.end = "divcnt[6]"
worst-setup-path-type = "input port to primary output"
crit_fanout = 2
rr_worst_depth = 5
startpoint_type = "input port"
worstReg2RegStart = "divcnt[5]"
r2r_setup_slack_ns = 0.87

[global_routing]
antenna_found_initial = 3
grtUsageTotal_pct = 12.53
grt_pass1_wl_mm = 47.03
grt_max_degree = 81
grt_pass1_vias = 9586
grt_overflow_total = 0

[pwr]
p_int_uw = 652.3
vdd.ir_drop.worst_v = 0.0001740
pwr-share-clk_pct = 32.1
p_leak_uw = 0.007296
sw_frac_of_total_pct = 31.94
p_seq_share_pct = 29.4
p_switching_uw = 306.2
p_per_area_nw_per_um2 = 61.51
pwr-share-comb_pct = 38.5

[cts]
path_clk_slew_ns = 0.05
cts.htree.levels = 1
cts_tree = "built"
cts_root_buffer = "clkbuf_16"
post_cts_buffers = 0
numCtsBuffers = 3
cts_repair_resize_count = 0
cts_hold_buf = 0
clk_path_buf_depth = 2
clock_latency_ns = 0.25

[placement]
dp_hpwl_mm = 24.22
port_buffers = 101
gp_congestion = 0.8792

[outcome]
status = "finished clean"
[how the worst max path moves through the flow]
stage,from,endpoint,slack [ns],depth (start not counted)
6_report,n[4],n_target[12],0.49,3
4_1_cts,rst_n,n_now[2],0.46,4
5_1_grt,rst_n,n_now[2],0.40,4
[flip-flops by register name, summed over array words and instances (netlist names)]
name / flops
iq: 16
P_speed: 32
divcnt: 16
phi_now: 12
phi_last: 12
delta_phi: 13
I_speed: 32
clk_100hz: 1
[cells by family (layout without fill, tap and decap cells)]
| family | Yosys count | count (layout) | share of synthesized area (%) |
|---|---|---|---|
| buffers and inverters | 195 | 255 | 6.308 |
| flip-flops | 134 | 134 | 23.95 |
| adder cells (fa/ha/maj) | 329 | 329 | 35.78 |
| AND-OR/OR-AND | 289 | 289 | 13.81 |
| multiplexers | 3 | 3 | 0.2144 |
| other | 1 | 9 | 0.02678 |
| AND/OR/NAND/NOR | 307 | 307 | 10.50 |
| XOR/XNOR | 149 | 149 | 9.417 |
[layer usage]
| metal | global-route usage (%) | share of wire (%) | wire (um) |
|---|---|---|---|
| met4 | 1.422 | 1.3 | 373 |
| met5 | 0 | 0.097 | 27 |
| met3 | 1.553 | 3.6 | 995 |
| met1 | 18.65 | 48 | 13240 |
| met2 | 20.53 | 47 | 13160 |
[power by group through the flow]
stage	logic, uW	registers [uW]	clock network [uW]
6_report	369	281	308
5_1_grt	420	282	329
4_1_cts	381	281	318
[area by class of cell]
type	count	area [um2]	area share (%)
clock buffer	3	75.07	0.4818
clock inverter	1	5.005	0.03212
inverter	144	540.5	3.469
multi-input combinational	1086	9797	62.87
sequential	134	3357	21.54
tap	600	750.7	4.818
timing repair buffer	107	1057	6.785
[critical path: stages]
cell and delay [ns]:
clkdlybuf4s50_1 0.44, and2_1 0.15, clkdlybuf4s50_1 0.48
[placed cells by master (no fill, tap or decap), types with 17 or more instances in the layout]
cell               n
dfrtp_1          133
xnor2_1          100
nor2_1            99
fa_1             119
a21o_1            53
xor2_1            48
ha_1             210
nor3_1            26
and2_1            27
nand3_1           17
nand2_1           72
clkdlybuf4s50_1  100
a21oi_1           79
inv_1            144
o21ai_0           45
[stage by stage]
step | util [%] | setup WS, ns | total power, uW | std cells | area (um2)
finish | 34.12 | 0.4852 | 958.5 | 2075 | 15580
global route | 34.12 | 0.3970 | 1031 | 2075 | 15580
CTS | 34.12 | 0.4648 | 980.2 | 2075 | 15580
detailed placement | 33.94 | 0.4636 | 665.7 | 2071 | 15500
global placement | 33.94 | 0.5057 | 663.8 | 2071 | 15500
floorplan | - | 0.6348 | 495.2 | 1415 | 14030
Power and IR drop assume default switching activity.
